## flow/config.mk

```make
export PLATFORM = sky130hd
export DESIGN_NAME = register_file32
export DESIGN_NICKNAME = register_file32
export VERILOG_FILES = /design/flow/design.v
export SDC_FILE = /design/flow/constraint.sdc
export NUM_CORES = 4
export LEC_CHECK = 1
export CORE_UTILIZATION = 30
```

## flow/constraint.sdc

```tcl
current_design register_file32

set clk_period 15.3
set clk_io_pct 0.2

create_clock -name clk0 -period $clk_period [get_ports {clk}]

set non_clock_inputs [all_inputs -no_clocks]
set_input_delay [expr $clk_period * $clk_io_pct] -clock clk0 $non_clock_inputs
set_output_delay [expr $clk_period * $clk_io_pct] -clock clk0 [all_outputs]
```

## flow/design.v

```verilog
module register_file32
(
	clk,
	rst,
	readRegister1,
	readRegister2,
	writeRegister,
	writeData,
	regWrite,
	readData1,
	readData2,
);
	input clk, rst, regWrite;
	input [4:0] readRegister1, readRegister2, writeRegister;
	input [31:0] writeData;
	output [31:0] readData1, readData2;
	reg [31:0] register [31:0];
	integer i;
	always @(posedge clk)
	begin
		register[0] = 32'd0;
		if(rst)
			for(i = 0; i < 32; i = i + 1)
			begin
				register[i] <= 32'd0;
			end
		else if (regWrite)
		begin
			register[writeRegister] <= writeData;
		end
	end
	assign readData1 = register[readRegister1];
	assign readData2 = register[readRegister2];
endmodule
```

## flow/run.sh

```bash
#!/bin/bash
# OpenROAD 26Q1-2900-gdf79404cd8, Yosys 0.63+post, stock flow scripts
make -C /OpenROAD-flow-scripts/flow DESIGN_CONFIG=/design/flow/config.mk WORK_HOME=/design/flow/orfs finish
```

==> results.json <==
{
  "status": "complete, no violations",
  "hold_buffers": 0,
  "cts_tree": "built",
  "drtIter0Drc": 2527,
  "dr.pass1.iters": 7,
  "tool_warnings": 26,
  "cp.arrival_ns": 7.20,
  "common_cells": "and2_1, mux2i_1, edfxtp_1",
  "track_usage_pct": 22.3,
  "clockBufferDepth": 3,
  "required_ns": 12.24,
  "portBuffers": 113,
  "drc_errors": 0,
  "power.density_nw_per_um2": 109,
  "die_h_um": 434,
  "ys_seq_share_pct": 54.3,
  "finalSetupViolCount": 0,
  "worst_pin_slew_ns": 1.08,
  "top_cell_area_share_pct": 53.1,
  "routed_wl_um": 202000,
  "synthArstFlopShare_pct": 0,
  "grt_pass1_wl_um": 284000,
  "viasPerCell": 5.34,
  "p_leak_nw": 24.0,
  "wl_per_cell_um": 28.2,
  "netlist_instances": 4639,
  "timing.fmax_ghz": 0.0974,
  "synth.cell_area_um2": 56100,
  "slew_headroom_pct": 27.8,
  "cts_max_level": 3,
  "ys_warn_count": 1,
  "root_buffer": "clkbuf_16",
  "vias": 38200,
  "drive_above_1_share_pct": 8.49,
  "synth-edff-count": 992,
  "first_global_vias": 39200,
  "largest_register_ffs": 1024,
  "reg_top3": "register: 1024 flops",
  "timing.final.crit_share_pct": 67.1,
  "end_kind": "output port",
  "clkSinkCount": 1024,
  "utilization_pct": 34.0,
  "post-synth-top-count-cell": "and2_1",
  "grt_max_degree": 85,
  "ios": 114,
  "top_register": "register",
  "final_cell_area_um2": 63100,
  "fin_ws_ns": 5.04,
  "fin_tns_setup_ns": 0,
  "hold-worst-slack_ns": 3.14,
  "period_needed_ns": 10.26,
  "dp_hpwl_um": 111000,
  "dieArea_um2": 189000,
  "ir_worst_vdd_v": 0.0000808,
  "ys.flops": 1024,
  "rsz0062_at_grt": "no",
  "place_area_um2": 59300,
  "ys_cells": 4639,
  "syn_avg_cell_area_um2": 12.1,
  "cp_max_fo": 38,
  "cts_setup_buffers": 0,
  "holdCritPathClass": "in -> reg",
  "ant_nets": 0,
  "finalHoldViolCount": 0,
  "crit_path_start_kind": "input port",
  "slew_viol_final": 0,
  "critPathKind": "in -> out",
  "yosysUniqueCellTypes": 32,
  "core_area_um2": 185000,
  "num_rows": 158,
  "ys_area_um2": 56100,
  "area_growth_pct": 12.5,
  "hold_depth": 3,
  "floorplanUtilization_pct": 30.2,
  "yosys_most_used_dff": "edfxtp_1",
  "cap_viol_max_count": 0,
  "antenna_found_initial": 12,
  "globalplace.congestion": 0.910,
  "die_x_um": 434,
  "place_ws_ns": 5.07,
  "yosysTopAreaCell": "edfxtp_1",
  "top_cells_by_area": "edfxtp_1, mux2i_1, and2_1, a22oi_1, a22o_1",
  "overflow": 0,
  "numCtsBuffers": 116,
  "clk_pin_slew_worst_paths_ns": 0.06,
  "ctsResizeCount": 0
}
==> kinds of logic (layout without fill, tap and decap cells) <==
family	Yosys count	after routing	synth area share [%]
flip-flops	1024	1024	54.3
multiplexers	1024	1024	18.3
other	0	11	0
buffers and inverters	448	474	4.27
AND/OR/NAND/NOR	1567	1567	16.2
AND-OR/OR-AND	576	576	7.00
==> cells in the final DEF, fill, tap and decap left out, types with 3 or more instances in the layout <==
cell	count
nand3b_1	3
nand3_1	193
nand2b_2	4
buf_12	7
clkinv_2	16
a22o_1	128
dfxtp_1	32
a21oi_1	192
a22oi_1	192
nor3_1	64
or2_2	33
nand2_2	3
bufinv_16	6
diode_2	11
clkbuf_16	119
clkinv_1	11
clkdlybuf4s50_1	111
and2_1	1024
nor2b_4	4
mux2i_1	1024
clkbuf_8	20
edfxtp_1	992
nand2_1	193
clkbuf_1	41
a31oi_1	64
buf_4	136
nor2_4	34
==> stage by stage <==
stage,cells,power (W)
final,7156,0.00687
after global routing,7147,0.00705
after CTS,7145,0.00689
after detailed placement,6927,0.00415
after global placement,6927,0.00414
after floorplan,4639,0.00380
==> critical path, stage by stage <==
cell and delay (ns):
clkdlybuf4s50_1 0.61, nor2b_4 0.21, buf_4 0.50, buf_4 0.69, buf_4 0.69, a22oi_1 0.24, a31oi_1 0.28, nand3_1 0.34
clkdlybuf4s50_1 0.52
==> where the power goes <==
part	switching [W]	total, W	internal, W	leakage (nW)
clock network	0.00115	0.00277	0.00162	1.85
registers	0.0000710	0.00329	0.00322	9.69
logic	0.000516	0.000805	0.000289	12.5
total	0.00174	0.00687	0.00513	24.0
==> path summary, 6_finish.rpt <==
| check | endpoint | slack, ns | start |
|---|---|---|---|
| setup / recovery | readData2[1] | 5.04 | readRegister2[0] |
| hold / removal | register[0][6]$_SDFF_PN0_ | 3.14 | writeData[6] |
==> per-layer routing <==
metal | GRT usage, % | share of wire [%] | vias to the layer above
li1 | - | - | 16800
met1 | 25.2 | 34 | 18500
met2 | 34.3 | 46 | 2303
met3 | 12.4 | 13 | 589
met4 | 10.7 | 5.7 | 14
met5 | 1.41 | 0.18 | -
==> final cells by class <==
type                       count  area (um^2)
timing repair buffer         256         2300
antenna                       11         27.5
tap                         2480         3100
clock inverter                38          359
multi-input combinational   3167        23400
clock buffer                 180         3410
fill                       17900       122000
sequential                  1024        30400
Power figures rest on the tool's default switching activity, not on a simulated workload.
