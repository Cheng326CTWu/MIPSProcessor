===== flow/config.mk =====
export PLATFORM = sky130hd
export DESIGN_NAME = mux4_1
export DESIGN_NICKNAME = mux4_1
export VERILOG_FILES = /design/flow/design.v
export SDC_FILE = /design/flow/constraint.sdc
export NUM_CORES = 4
export LEC_CHECK = 1
export CORE_AREA = 10 10 84 84
export DIE_AREA = 0 0 94 94

===== flow/constraint.sdc =====
current_design mux4_1

set clk_period 1.0
set clk_io_pct 0.2

create_clock -name clk0 -period $clk_period

set non_clock_inputs [all_inputs -no_clocks]
set_input_delay [expr $clk_period * $clk_io_pct] -clock clk0 $non_clock_inputs
set_output_delay [expr $clk_period * $clk_io_pct] -clock clk0 [all_outputs]

===== flow/design.v =====
module mux4_1
(
	d0,
	d1,
	d2,
	d3,
	sel,
	out
);
	parameter n = 32;
	input [n-1:0] d0, d1, d2, d3;
	input [1:0] sel;
	output reg [n-1:0] out;
	always @(*)
	begin
		case (sel)
		2'b00 : out <= d0;
		2'b01 : out <= d1;
		2'b10 : out <= d2;
		2'b11 : out <= d3;
		endcase
	end
endmodule

===== flow/run.sh =====
#!/bin/bash
# OpenROAD 26Q1-2900-gdf79404cd8, Yosys 0.63+post, stock flow scripts
make -C /OpenROAD-flow-scripts/flow DESIGN_CONFIG=/design/flow/config.mk WORK_HOME=/design/flow/orfs finish

==> impl_metrics.tcl <==
# yosys + openroad results
set metrics [dict create \
    status "complete, but fails checks" \
    violations "setup timing" \
    period_used_share 1.361 \
    fillCellCount 525 \
    final_cell_mix "120 x dlygate4sd2_1, 36 x buf_2, 32 x mux4_2" \
    core_area_mm2 0.005205 \
    port_buffers 162 \
    area_growth_pct 192.6 \
    drt_pass1_iterations 3 \
    instances_no_fill 280 \
    holdBufCountCts 0 \
    drive_above_1_share 0.4183 \
    ys_area_um2 814.5 \
    finalSetupViolations 32 \
    warnings 35 \
    wl_per_cell_um 23.97 \
    grt-ovfl-total 0 \
    fin_ws_ns -0.3607 \
    holdCritStartpoint "d3[28]" \
    fp_util 0.1565 \
    totalWireLength_um 6711 \
    synth.distinct_cells 5 \
    tns_ns -9.660 \
    rsz0062_at_grt "true" \
    drt_iter0_drc 24 \
    drc 0 \
    finalCriticalPeriod_ns 1.361 \
    hold_violations 0 \
    grt_pass1_vias 1466 \
    power.leakage_nw 1.147 \
    die_h_um 94 \
    grt.total_usage 0.1461 \
    syn_inst 39 \
    antenna_found_initial 2 \
    slew-limit-headroom 0.9269 \
    hold_end "out[28]" \
    crit_fanout 5 \
    required_ns 0.80 \
    end_kind "primary output" \
    num_vias 1212 \
    final_max_slew_viol_count 0 \
    whs_ns 0.7931 \
    crit_arrival_ns 1.16 \
    fin_total_pwr_mw 0.8979 \
    yosysWarnings 1 \
    register_area_um2 0 \
    dp.cells 267 \
    clockBufferCount 0 \
    grt_max_degree 11 \
    ir_drop_v 0.0001786 \
    dpl.hpwl_um 5691 \
    worst_pin_slew_ns 0.1097 \
    detail-route-antenna-nets 0 \
    cp_slowest_stage_delay_ns 0.50 \
    grt_first_pass_wirelength_um 9432 \
    avgSynthCellArea_um2 20.89 \
    die_w_um 94 \
    startpoint_type "primary input" \
    chipArea_mm2 0.008836 \
    crit_chain "buf_12, buf_12, buf_12, mux4_2, buf_2" \
    vias_per_cell 4.329 \
    rows 26 \
    ys_seq_share 0 \
    io_pins 162 \
    crit_type "in2out" \
    pre_cts_slack_ns -0.9286 \
    min_delay_path_depth 3 \
    gp_congestion 0.8103 \
    hold_path.class "in2out" \
    max_freq_mhz 734.9 \
    cap_violations 0 \
    seq_cells 0 \
    cpMostUsedCell "buf_12" \
    cpMaxStageDelayCell "mux4_2" \
    synth_area_um2 814.5 \
    ys_cells 39 \
    layout_top_cell "dlygate4sd2_1" \
    pwr_density_cell_mw_per_mm2 376.7 \
]
==> what timing repair did <==
item	in CTS	in global routing
hold endpoints to repair	0	0
gates cloned	5	0
setup endpoints to repair	32	32
setup buffers	6	1
resized	269	4
==> synth_stat cells <==
library cell	number	area share
buf_2	3	0.018
buf_12	3	0.074
mux4_2	30	0.83
buf_6	1	0.014
mux4_1	2	0.065
==> final cells by class <==
| type | count | area, µm² | area share |
|---|---|---|---|
| well taps | 70 | 87.58 | 0.03675 |
| repair buffers | 176 | 1570 | 0.6588 |
| diodes | 2 | 5.005 | 0.002100 |
| multi-input cells | 32 | 720.7 | 0.3024 |
==> through the flow <==
stage                     area (µm²)  utilization
after floorplan                823.3            -
after global placement          2480       0.4764
after detailed placement        2480       0.4764
after CTS                       2390       0.4591
after global routing            2381       0.4575
final                           2384       0.4579
==> worst max path at each step <==
stage / start / to / slack, ns / depth (start not counted)
finish: sel[0] / out[23] / -0.36 / 5
global route: sel[0] / out[20] / -0.39 / 5
CTS: sel[0] / out[4] / -0.37 / 5
==> kinds of logic (layout without fill, tap and decap cells) <==
logic type,after synthesis,after routing,share of synthesized area
buffers and inverters,7,176,0.1060
other,0,2,0
muxes,32,32,0.8940
==> per-layer routing <==
layer	track usage	vias to the layer above	part of all wire
met4	0.005063	0	0.0031
li1	-	551	-
met2	0.2679	70	0.56
met5	0	-	0
met1	0.1732	589	0.36
met3	0.04281	2	0.073
==> critical path, delay by kind of cell <==
kind / cells / cell delay (ns)
mux: 1 / 0.50
buf+inv: 4 / 0.45
==> report_power, final <==
group / internal, mW / switching (mW)
sequential: 0 / 0
combinational: 0.660 / 0.238
clock: 0.000000267 / 0
